--- /design/flow/run.sh ---
#!/bin/bash
# OpenROAD 26Q1-2900-gdf79404cd8, Yosys 0.63+post, stock flow scripts
make -C /OpenROAD-flow-scripts/flow DESIGN_CONFIG=/design/flow/config.mk WORK_HOME=/design/flow/orfs finish
--- /design/flow/constraint.sdc ---
current_design IP_LCD_timer_counter

set clk_period 6.4
set clk_io_pct 0.2

create_clock -name clk0 -period $clk_period [get_ports {i_clk}]

set non_clock_inputs [all_inputs -no_clocks]
set_input_delay [expr $clk_period * $clk_io_pct] -clock clk0 $non_clock_inputs
set_output_delay [expr $clk_period * $clk_io_pct] -clock clk0 [all_outputs]
--- /design/flow/config.mk ---
export PLATFORM = sky130hd
export DESIGN_NAME = IP_LCD_timer_counter
export DESIGN_NICKNAME = IP_LCD_timer_counter
export VERILOG_FILES = /design/flow/design.v
export SDC_FILE = /design/flow/constraint.sdc
export NUM_CORES = 4
export LEC_CHECK = 1
export CORE_UTILIZATION = 50
--- /design/flow/design.v ---
module IP_LCD_timer_counter #(
    parameter SIZE_DATA     = 8 ,
    parameter SIZE_FUNC     = 4 ,
    parameter FREQ          = 50_000_000
)(
    input logic         i_clk   ,
    input logic         i_rst_n ,
    input logic         i_en_lcd, 
    input logic         i_on_lcd,
    input logic         i_lcd_blon,
    input logic [SIZE_DATA-1:0] i_data,
    input logic [SIZE_FUNC-1:0] i_func,
    output logic [SIZE_DATA-1:0]    o_LCD_DATA  ,
    output logic                    o_LCD_E     ,
    output logic                    o_LCD_RW    ,
    output logic                    o_LCD_RS    ,
    output logic                    o_LCD_ON    ,
    output logic                    o_LCD_BLON  ,
    output logic                    o_done_lcd  
);
parameter SIZE_DELAY = 32; 
logic [SIZE_DELAY-1:0] count, ncount;
assign ncount = count + 1'b1;
localparam int  DELAY_15ms      = 50,
                DELAY_4_1_ms    = 30,
                DELAY_1_52ms    = 20,
                DELAY_100us     = 9,
                DELAY_37us      = 4,
                DELAY_230ns     = 2;
logic [SIZE_FUNC-1:0] w_func_i, w_func_next;
localparam [SIZE_FUNC-1:0]  FUNC_INIT       = 0 ,
                            FUNC_SETCURSOR  = 1 ,
                            FUNC_CMD        = 2 ,
                            FUNC_DATA       = 3 ;
logic w_update_func;
assign w_update_func = (state == IDLE) ? 1'b1 : 1'b0;
assign w_func_i = w_update_func ? i_func : w_func_next;
always_ff @( posedge i_clk or negedge i_rst_n ) begin : save_i_func
    if(~i_rst_n) begin
        w_func_next <= '0;
    end else begin
        w_func_next <= w_func_i;
    end
end
logic [SIZE_DATA-1:0] w_data_i, w_data_next;
logic w_update_data;
assign w_update_data = (state == IDLE) ? 1'b1 : 1'b0;
assign w_data_i = w_update_data ? i_data : w_data_next;
always_ff @( posedge i_clk or negedge i_rst_n ) begin : save_i_data
    if(~i_rst_n) begin
        w_data_next <= '0;
    end else begin
        w_data_next <= w_data_i;
    end
end
localparam [SIZE_DATA-1:0] CMD_CLEAR_DISPLAY     = 8'h01,  
                           CMD_RETURN_HOME       = 8'h02,  
                           CMD_ENTRY_INCREASE    = 8'h06,  
                           CMD_DISPLAY_OFF       = 8'h08,  
                           CMD_DISPLAY_ON        = 8'h0C,  
                           CMD_INIT_LCD          = 8'h38,  
                           CMD_LINE_1            = 8'h80,
                           CMD_LINE_2            = 8'hC0;
parameter SIZE_STATE = 32;
logic [SIZE_STATE-1:0] state, nstate;
localparam  [SIZE_STATE-1:0]    IDLE            = 0 ,
                                INIT_SETUP      = 1 ,
                                INIT_WAIT       = 2 ,
                                INIT_STEP       = 3 ,
                                SETCURSOR_SETUP = 4 ,
                                SETCURSOR_WAIT  = 5 ,
                                CMD_SETUP       = 7 ,
                                CMD_WAIT        = 8 ,
                                DATA_SETUP      = 9 ,
                                DATA_WAIT       = 10,
                                DONE            = 11,
                                DONE_WAIT       = 12,
                                INIT_DONE       = 13,
                                INIT_DONE_WAIT  = 14;
parameter SIZE_STEP = 9;
logic [SIZE_STEP-1:0] init_step, ninit_step;
assign ninit_step = init_step + 1;
always @(*) begin : proc_next_state
    case (state)
        IDLE: begin
            case (w_func_i)
                FUNC_INIT:
                    nstate = (i_en_lcd) ? INIT_SETUP : IDLE;
                FUNC_SETCURSOR:
                    nstate = (i_en_lcd) ? SETCURSOR_SETUP : IDLE;
                FUNC_CMD:
                    nstate = (i_en_lcd) ? CMD_SETUP : IDLE;
                FUNC_DATA:
                    nstate = (i_en_lcd) ? DATA_SETUP : IDLE;
                default:
                    nstate = IDLE;
            endcase
        end 
        INIT_SETUP: begin
            nstate = INIT_STEP;
        end
        INIT_STEP:
            nstate = (init_step > 8) ? IDLE : INIT_WAIT;
        INIT_WAIT: begin
            case (init_step)
                0       : nstate = (count == DELAY_15ms) ? INIT_STEP : INIT_WAIT;
                1       : nstate = (count == DELAY_4_1_ms) ? INIT_DONE : INIT_WAIT;
                2, 3    : nstate = (count == DELAY_100us) ? INIT_DONE : INIT_WAIT;
                4, 7, 8 : nstate = (count == DELAY_37us) ? INIT_DONE : INIT_WAIT;
                5, 6    : nstate = (count == DELAY_1_52ms) ? INIT_DONE : INIT_WAIT;
                default : nstate = INIT_DONE;
            endcase
        end
        INIT_DONE: 
            nstate = INIT_DONE_WAIT;
        INIT_DONE_WAIT:
            nstate = (count == DELAY_230ns) ? INIT_STEP : INIT_DONE_WAIT;
        SETCURSOR_SETUP:
            nstate = SETCURSOR_WAIT;
        SETCURSOR_WAIT:
            nstate = (count == DELAY_37us) ? DONE : SETCURSOR_WAIT;
        CMD_SETUP:
            nstate = CMD_WAIT;
        CMD_WAIT: begin
            case (w_data_i)
                CMD_CLEAR_DISPLAY, CMD_RETURN_HOME:
                    nstate = (count == DELAY_1_52ms) ? DONE : CMD_WAIT;
                default:
                    nstate = (count == DELAY_37us) ? DONE : CMD_WAIT;
            endcase
        end
        DATA_SETUP:
            nstate = DATA_WAIT;
        DATA_WAIT:
            nstate = (count == DELAY_37us) ? DONE : DATA_WAIT;
        DONE:
            nstate = DONE_WAIT;
        DONE_WAIT: 
            nstate = (count == DELAY_230ns) ? IDLE : DONE_WAIT;
        default:
            nstate = IDLE;
    endcase
end
always_ff @( posedge i_clk or negedge i_rst_n ) begin : proc_state_next_ff
    if(~i_rst_n) 
        state <= IDLE;
    else 
        state <= nstate;
end
always_ff @( posedge i_clk or negedge i_rst_n ) begin : proc_state_count
    if(~i_rst_n) begin
        count       <= '0;
    end else begin
        case (state)
            INIT_WAIT, INIT_DONE_WAIT, SETCURSOR_WAIT, CMD_WAIT, DATA_WAIT, DONE_WAIT: 
                count       <= ncount;
            default: 
                count       <= '0;
        endcase
    end
end
always_ff @( posedge i_clk or negedge i_rst_n ) begin : proc_state_init_step
    if(~i_rst_n) begin
        init_step   <= '0;
    end else begin
        case (state)
            IDLE, INIT_SETUP:
                init_step   <= '0;
            INIT_STEP: 
                init_step   <= ninit_step;
            default: 
                init_step   <= init_step;
        endcase
    end
end
always_ff @( posedge i_clk or negedge i_rst_n ) begin : proc_o_LCD_DATA
    if(~i_rst_n) begin
        o_LCD_DATA <= '0;
    end else begin
        case (state)
            IDLE:
                o_LCD_DATA <= '0;
            INIT_STEP: begin
                case (init_step)
                    1, 2, 3: begin
                        o_LCD_DATA <= CMD_INIT_LCD;
                    end
                    4: begin
                        o_LCD_DATA <= CMD_DISPLAY_OFF;
                    end
                    5: begin
                        o_LCD_DATA <= CMD_CLEAR_DISPLAY;
                    end
                    6: begin
                        o_LCD_DATA <= CMD_RETURN_HOME;
                    end
                    7: begin
                        o_LCD_DATA <= CMD_ENTRY_INCREASE;
                    end
                    8: begin
                        o_LCD_DATA <= CMD_DISPLAY_ON;
                    end
                    default: begin
                        o_LCD_DATA <= 8'h00;
                    end
                endcase
            end 
            SETCURSOR_SETUP: begin
                case (w_data_i[7:4])
                    4'h00: 
                        o_LCD_DATA <= CMD_LINE_1 + {4'h0, w_data_i[3:0]};
                    4'h01: 
                        o_LCD_DATA <= CMD_LINE_2 + {4'h0, w_data_i[3:0]};
                    default: 
                        o_LCD_DATA <= CMD_LINE_1;
                endcase
            end
            CMD_SETUP: 
                o_LCD_DATA <= w_data_i;
            DATA_SETUP: 
                o_LCD_DATA <= w_data_i;
            default: 
                o_LCD_DATA <= o_LCD_DATA;
        endcase
    end
end
always_ff @( posedge i_clk or negedge i_rst_n ) begin : proc_o_LCD_E
    if(~i_rst_n) begin
        o_LCD_E <= 1'b0;
    end else begin
        case (state)
            INIT_DONE       : o_LCD_E <= 1'b1;
            INIT_DONE_WAIT  : o_LCD_E <= 1'b1;
            DONE            : o_LCD_E <= 1'b1;
            DONE_WAIT       : o_LCD_E <= 1'b1;   
            default         : o_LCD_E <= 1'b0;
        endcase
    end
end
always_ff @( posedge i_clk or negedge i_rst_n ) begin : proc_o_LCD_RW
    if(~i_rst_n) begin
        o_LCD_RW <= 1'b0;
    end else begin
        o_LCD_RW <= 1'b0;
    end
end
always_ff @( posedge i_clk or negedge i_rst_n ) begin : proc_o_LCD_RS
    if(~i_rst_n) begin
        o_LCD_RS <= 1'b0;
    end else begin
        case (state)
            DATA_SETUP, DATA_WAIT: 
                o_LCD_RS <= 1'b1;
            INIT_DONE, INIT_DONE_WAIT, DONE, DONE_WAIT:
                o_LCD_RS <= o_LCD_RS;
            default: 
                o_LCD_RS <= 1'b0; 
        endcase
    end
end
assign o_LCD_ON = i_on_lcd;
assign o_LCD_BLON = i_lcd_blon;
always_ff @( posedge i_clk or negedge i_rst_n ) begin : proc_done_LCD
    if(~i_rst_n) begin
        o_done_lcd <= 1'b0;
    end else begin
        o_done_lcd <= ((state == DONE_WAIT && nstate == IDLE) || (init_step > 8)) ? 1'b1 : 1'b0;
    end
end
endmodule
==> impl_metrics.yaml <==
# synthesis and place-and-route metrics
worst_setup_path:
  end_kind: "register"
  cpPeakStageDelay_ns: 0.40
  crit_fanout: 3
  cp_cell_sequence: "clkdlybuf4s50_1, mux2_2, nor3_1, nand3_1, mux2i_1, a21o_1"
  crit_path_start_kind: "primary input"
  cp-startpoint: "i_data[5]"
  timing.rr.start: "count[2]$_DFF_PN0_"
  cpMaxStageDelayCell: "clkdlybuf4s50_1"
  required_ns: 6.64
  setup.worst_path.class: "in2reg"
  crit_arrival_ns: 2.84
layout:
  drive_gt1_share_pct: 10.9
  area_growth_pct: 11.7
  final_cell_mix: "dfrtp_1 (74), nor2_1 (46), nand2_1 (29)"
  fin_area_mm2: 0.00438
  final-instance-count-excl-fill: 510
  lay_top_count: "dfrtp_1"
  final_util_pct: 59.2
  fillerInstances: 619
place:
  dp_hpwl_um: 5650
  routabilityCongestion: 0.889
  port_buffers: 25
  placed_area_mm2: 0.00421
  dpl.cell_count: 495
synth:
  netlist.area_leader.share_pct: 47.2
  synth_cell_types: 61
  simple_gate_share_pct: 25.2
  ys_sh_adder_pct: 3.51
  ys_sh_xor_pct: 6.25
  synthAoiAreaFrac_pct: 9.24
  async_reset_ff_share_pct: 100
  topCellsByArea: "dfrtp_1 (47%), nor2_1 (4.4%), xor2_1 (4.0%)"
  syn_avg_cell_area_um2: 10.2
  synthCells: 383
  ys.flops: 75
  synth_stat.cells: 383
  edf_count: 0
  synth-area-yosys_mm2: 0.00393
  yosysWarnings: 1
  ys_seq_share_pct: 47.8
  top_area_cell: "dfrtp_1"
  netlist_area_mm2: 0.00393
  netlist_logic_family_top: "simple AND/OR/NAND/NOR gates"
  synthMuxAreaShare_pct: 3.57
  ys.flop_type: "dfrtp_1"
detailed_routing:
  firstDrtPassIters: 4
  vias: 2799
  drc: 0
  totalWireLength_um: 7820
  drtIter0Drc: 156
  final_antenna_net_count: 0
  n_antenna_cell: 0
  post_drt_wl_per_cell_um: 15.3
  routed_via_density: 5.49
grt:
  grt_overflow: 0
  grt_pass1_vias: 2622
  grt_max_degree: 48
  grt.total_usage_pct: 20.9
  grt_pass1_wl_um: 13300
  grt_antenna_before_repair: 0
min_path:
  min_path_type: "reg2reg"
  hp-start: "o_LCD_DATA[0]$_DFFE_PN0P_"
die:
  core_mm2: 0.00741
  die_h_um: 90.6
  fp_util_pct: 53.0
  placementRows: 31
  die_area_mm2: 0.00821
  dieWidth_um: 90.6
  num_io_pins: 31
final_timing:
  setup_viol: 0
  tightest_slew_ns: 0.700
  slew_headroom_pct: 52.9
  layout_min_cycle_time_ns: 2.61
  skew_ns: 0.00973
  grt_setup_unrepaired: "no"
  finalSetupTns_ns: 0
  maxSlewViolCount: 0
  fin_crit_sh_pct: 40.7
  hold_viol_final: 0
  fmax_ghz: 0.383
outcome:
  status: "complete, no violations"
cts:
  cts_root_buffer: "clkbuf_8"
  path_clk_slew_ns: 0.08
  clkSinkCount: 75
  postCtsSetupBuffers: 0
  cts_tree: "built"
  clk_path_buf_depth: 2
  hold_buffers: 0
  post_cts_resized: 0
  cts_htree_levels: 3
  clk_latency_ns: 0.34
  cts_buffers: 9
run:
  maxCapViolations: 0
  tool_warnings: 32
power:
  leakage_nw: 1.96
  total_power_w: 0.00143
  p_per_area_mw_per_mm2: 326
  peakVddDrop_mv: 0.173
[Yosys cell counts, types with 2 or more instances]
library cell,number
a21oi_1,6
ha_1,11
inv_1,14
nand4_1,8
o21ai_0,15
nor2b_1,2
or3_1,4
clkbuf_1,8
nand2_1,29
xnor2_1,10
a22oi_1,5
or2_2,2
mux2i_1,5
dfrtp_1,74
o22ai_1,2
o211ai_1,3
and4_1,3
nor4_4,4
or4_1,3
nor2_1,46
mux2_2,8
a221o_1,3
nand3_1,28
nor3_1,10
o31ai_1,3
and2_1,3
nor3b_1,2
buf_4,3
and3_1,6
xor2_1,18
a21o_1,6
nand2b_1,2
nor4_1,8
nor3_2,2
[stage by stage]
stage | worst slack (ns) | hold slack (ns)
2_1_floorplan | 3.74 | 0.414
3_3_place_gp | 3.53 | 0.455
3_5_place_dp | 3.47 | 0.457
4_1_cts | 3.81 | 0.475
5_1_grt | 3.67 | 0.516
6_report | 3.79 | 0.467
[logic make-up (layout without fill, tap and decap cells)]
| kind of cell | after synthesis | in the layout |
|---|---|---|
| xor+xnor | 28 | 28 |
| mux | 13 | 13 |
| simple gates | 173 | 173 |
| other cells | 1 | 1 |
| buf+inv | 29 | 57 |
| fa+ha+maj | 11 | 11 |
| flops | 75 | 75 |
| compound gates | 53 | 53 |
[power breakdown]
part | switching, W | total (W) | internal (W)
sequential | 0.0000749 | 0.000638 | 0.000563
combinational | 0.000249 | 0.000446 | 0.000197
clock | 0.000165 | 0.000343 | 0.000177
total | 0.000489 | 0.00143 | 0.000938
[routing by layer]
| layer | share of wire [%] | wire length (um) | GRT usage, % | vias to the layer above |
|---|---|---|---|---|
| met2 | 45 | 3500 | 30.9 | 53 |
| li1 | - | - | - | 1403 |
| met5 | 0 | 0 | 0 | - |
| met4 | 0.93 | 73 | 2.69 | 0 |
| met3 | 4.2 | 329 | 2.56 | 10 |
| met1 | 50 | 3920 | 35.8 | 1333 |
[state kept, by name, summed over array words and instances, names as in the netlist]
signal / count
count: 32
state: 14
init_step: 9
o_LCD_DATA: 8
w_data_next: 8
o_LCD_E: 1
o_LCD_RS: 1
o_done_lcd: 1
w_func_next: 1
[path summary, 6_finish.rpt]
check | slack [ns] | end | cells after the start
worst max register to register | 3.94 | count[26]$_DFF_PN0_ | 6
max in group asynchronous | 4.62 | count[13]$_DFF_PN0_ | 2
worst min register to register | 0.47 | o_LCD_DATA[0]$_DFFE_PN0P_ | 2
worst max-delay path | 3.79 | state[1]$_DFF_PN0_ | 6
worst min-delay path | 0.47 | o_LCD_DATA[0]$_DFFE_PN0P_ | 2
min in group asynchronous | 0.84 | o_done_lcd$_DFF_PN0_ | 1
[cell type report]
cell class	instances	area (um2)	share of cell area (%)
clock buffers	12	135	3.08
clock inverters	3	40.0	0.913
inverters	14	52.6	1.20
multi-input cells	279	1880	43.0
flip-flops and latches	75	1880	42.8
well taps	99	124	2.83
repair buffers	28	270	6.16
[critical path: cells and delay by family]
family	cells	cell delay (ns)
AND-OR/OR-AND	1	0.20
buffers and inverters	1	0.40
multiplexers	2	0.46
AND/OR/NAND/NOR	2	0.51
Power is estimated from default activity; no workload was simulated.
