### /design/flow/config.mk
export PLATFORM = sky130hd
export DESIGN_NAME = LCD
export DESIGN_NICKNAME = LCD
export VERILOG_FILES = /design/flow/design.v
export SDC_FILE = /design/flow/constraint.sdc
export NUM_CORES = 4
export LEC_CHECK = 1
export CORE_UTILIZATION = 30
### /design/flow/constraint.sdc
current_design LCD

set clk_period 4.7
set clk_io_pct 0.2

create_clock -name clk0 -period $clk_period [get_ports {CLOCK_50}]

set non_clock_inputs [all_inputs -no_clocks]
set_input_delay [expr $clk_period * $clk_io_pct] -clock clk0 $non_clock_inputs
set_output_delay [expr $clk_period * $clk_io_pct] -clock clk0 [all_outputs]
### /design/flow/design.v
module LCD (
    input            CLOCK_50,
    input wire [0:0] KEY,
    output reg [7:0] LCD_DATA,
    output wire      LCD_RW,
    output reg       LCD_EN,
    output reg       LCD_RS,
    output wire      LCD_ON
);
    wire reset = KEY[0];
    localparam [3:0] INIT             = 4'd0,		 
                     INIT_MAINTAIN    = 4'd1,
                     HOME             = 4'd2,		 
                     HOME_MAINTAIN    = 4'd3,
                     WRDATA1          = 4'd4,		 
                     WRDATA1_MAINTAIN = 4'd5,
                     LINE2            = 4'd6,		 
                     LINE2_MAINTAIN   = 4'd7,
                     WRDATA2          = 4'd8,		 
                     WRDATA2_MAINTAIN = 4'd9,
                     DONE             = 4'd10;
	reg [3:0] state;
    integer   count;
    integer   clockticks;
    reg       clock;
    localparam integer max = 50000; 
    localparam integer half = max / 2;
    always @(posedge CLOCK_50) begin
        if (clockticks < max)
            clockticks <= clockticks + 1;
        else
            clockticks <= 0;
        if (clockticks < half)
            clock <= 0;
        else
            clock <= 1;
    end 
    wire [7:0] initcode [0:7];
    wire [7:0] line1    [0:15];
    wire [7:0] line2    [0:15];
    assign initcode[0] = 8'h38;	 
    assign initcode[1] = 8'h38;
    assign initcode[2] = 8'h38;
    assign initcode[3] = 8'h38;	
    assign initcode[4] = 8'h08;	 
    assign initcode[5] = 8'h01;	 
    assign initcode[6] = 8'h06;	 
    assign initcode[7] = 8'h0c;	 
    assign line1[0]  = 8'h20;
    assign line1[1]  = 8'h20;
    assign line1[2]  = 8'h20;
    assign line1[3]  = 8'h20;
    assign line1[4]  = 8'h57;	 
    assign line1[5]  = 8'h65;	 
    assign line1[6]  = 8'h6C;	 
    assign line1[7]  = 8'h63;	 
    assign line1[8]  = 8'h6F;	 
    assign line1[9]  = 8'h6D;	 
    assign line1[10] = 8'h65;	 
    assign line1[11] = 8'h20;
    assign line1[12] = 8'h20;
    assign line1[13] = 8'h20;
    assign line1[14] = 8'h20;
    assign line1[15] = 8'h20;
    assign line2[0]  = 8'h20;
    assign line2[1]  = 8'h20;
    assign line2[2]  = 8'h20;
    assign line2[3]  = 8'h54;	 
    assign line2[4]  = 8'h6F;	 
    assign line2[5]  = 8'h20;	
    assign line2[6]  = 8'h45;	 
    assign line2[7]  = 8'h53;	 
    assign line2[8]  = 8'h44;	 
    assign line2[9]  = 8'h20;
    assign line2[10] = 8'h4C;	 
    assign line2[11] = 8'h61;	 
    assign line2[12] = 8'h62;	 
    assign line2[13] = 8'h20;
    assign line2[14] = 8'h20;
    assign line2[15] = 8'h20;
    assign LCD_ON = 1'b1;
    assign LCD_RW = 1'b0;
    always @(posedge clock or negedge reset) begin
        if (reset == 1'b0) begin
            count <= 0;
            state <= INIT;
        end else begin
            case (state)
                INIT: begin
                    LCD_DATA <= initcode[count];                           
             LCD_EN <= 1'b1;                           
             LCD_RS <= 1'b0;
                    state <= INIT_MAINTAIN;
                end
                INIT_MAINTAIN: begin
                    LCD_EN <= 1'b0;
                    count  <= count + 1;
                    state  <= (count < 7) ? INIT : HOME;
                end
                HOME: begin
                    LCD_DATA <= 8'h80;                           
             LCD_EN <= 1'b1;                           
             LCD_RS <= 1'b0;	 
                    state <= HOME_MAINTAIN;
                end
                HOME_MAINTAIN: begin
                    LCD_EN <= 1'b0;
                    count  <= 1'b0;
                    state  <= WRDATA1;
                end
                WRDATA1: begin
                    LCD_DATA <= line1[count];                    
             LCD_EN <= 1'b1;                    
             LCD_RS <= 1'b1;
                    state <= WRDATA1_MAINTAIN;
                end
                WRDATA1_MAINTAIN: begin
                    LCD_EN <= 1'b0;
					count  <= count + 1;
                    state  <= (count < 16) ? WRDATA1 : LINE2;
                end
                LINE2: begin
					LCD_DATA <= 8'hC0;                           
             LCD_EN <= 1'b1;                           
             LCD_RS <= 1'b0;	 
                    state <= LINE2_MAINTAIN;
                end
                LINE2_MAINTAIN: begin
                    LCD_EN <= 1'b0;
					count  <= 0;
                    state  <= WRDATA2;
                end
                WRDATA2: begin
					LCD_DATA <= line2[count];                    
             LCD_EN <= 1'b1;                    
             LCD_RS <= 1'b1;
                    state <= WRDATA2_MAINTAIN;
                end
                WRDATA2_MAINTAIN: begin
                    LCD_EN <= 1'b0;
					count  <= count + 1;
                    state  <= (count < 16) ? WRDATA2 : DONE;
                end
                DONE: begin
					state <= DONE;
				end
                default: begin
					state <= DONE;
				end
            endcase
        end
    end
endmodule
### /design/flow/run.sh
#!/bin/bash
# OpenROAD 26Q1-2900-gdf79404cd8, Yosys 0.63+post, stock flow scripts
make -C /OpenROAD-flow-scripts/flow DESIGN_CONFIG=/design/flow/config.mk WORK_HOME=/design/flow/orfs finish
==> flow.log <==
[flow] collecting metrics
INFO  metric detailed_place_hpwl = 6315 µm
INFO  metric die_area = 15630 µm²
INFO  metric clockPowerShare = 56.5%
INFO  metric unclocked_regs = 52
INFO  metric dr_total_vias = around 3.7k
INFO  metric layout-area-overhead-vs-synth = 8.157%
INFO  metric hp-class = flip-flop to flip-flop
INFO  metric top_area_share = 22.60%
INFO  metric min_delay_path_depth = 1
INFO  metric post_route_cells_drive_above_1_share = 5.123%
INFO  metric post_synth_num_cell_types = around 55
INFO  metric power.switching = 0.1166 mW
INFO  metric setup_slack = ~2.7 ns
INFO  metric ctsHoldBuffers = 0
INFO  metric area_after_detailed_placement = 4738 µm²
INFO  metric io_buffer_count = 11
INFO  metric rsz_0062_raised_after_global_routing = no
INFO  metric grt_pass1_wl = ~16000 µm
INFO  metric route.antenna.diode_count = 0
INFO  metric setup-tns-final = 0 ns
INFO  metric syn_inst = 504
INFO  metric avgViaCountPerCell = 5.446
INFO  metric finalHoldViolCount = 0
INFO  metric crit-reg2reg-launch = clockticks[13]
INFO  metric grt_max_degree = 53
INFO  metric drt-pass1-iter-count = 22
INFO  metric max-cap-violations = 0
INFO  metric pre_cts_slack = 2.675 ns
INFO  metric timing.rr.end = clockticks[25]
INFO  metric yosys_cells = 504
INFO  metric netSwitchingFraction = 17.62%
INFO  metric worstSetupStartpointType = flip-flop
INFO  metric route.antenna.remaining_nets = 0
INFO  metric placed_cells = about 660
INFO  metric worstPathRequired = between 4 and 5 ns
INFO  metric finalSetupViolCount = 0
INFO  metric design_power_total = 0.6615 mW
INFO  metric common_cells = 41 x dfrtp_1, 40 x nand2_1, 33 x dfxtp_1, 29 x clkbuf_1
INFO  metric globalRouteOverflowTotal = 0
INFO  metric power.density_cell_area = 134.7 nW/µm²
INFO  metric core_area = between 10000 and 15000 µm²
INFO  metric synth.yosys.seq_area_share = about 44%
INFO  metric cts-root-buf = clkbuf_16
INFO  metric fin_util = 33.54%
INFO  metric crit_type = flip-flop to flip-flop
INFO  metric postSynthAreaPerCell = 9.009 µm²
INFO  metric worstMarginPinSlew = 0.9671 ns
INFO  metric num_io_pins = 14
INFO  metric initial_utilization = 31.01%
INFO  metric drc_errors_left = 0
INFO  metric tool_warnings = 28
INFO  metric routed_wl = around 9000 µm
INFO  metric yosys_register_bits = 85
INFO  metric post_route_non_filler_standard_cell_count = between 600 and 700
INFO  metric drt-initial-drc-count = 277
INFO  metric latest_clock_arrival_within_the_worst_skew_pair = between 0.2 and 0.3 ns
INFO  metric leakagePower = 1.928 nW
INFO  metric holdWs = 0.4548 ns
INFO  metric minimum_setup_slack_among_reg_to_reg_paths = 2.66 ns
INFO  metric post_drt_wl_per_cell = 13.75 µm
INFO  metric finalWeightedCongestion = 0.8478
INFO  metric flop_cell = dfrtp_1
INFO  metric final_min_period_over_clock_period = 43.50%
INFO  metric cts_tree = built
INFO  metric grt.total_usage = 12.37%
INFO  metric vias_in_the_first_global_route = 3343
INFO  metric arrival = 2.24 ns
INFO  metric dieWidth = 125.0 µm
INFO  metric synth.yosys.warnings = 1
INFO  metric power.combinational.fraction = between 1 and 1.5%
INFO  metric holdPathEnd = clock
INFO  metric setup.worst_path.end_class = flip-flop
INFO  metric postCtsSetupBuffers = 0
INFO  metric edf_count = 10
INFO  metric yosys_area = 4541 µm²
INFO  metric worst_hold_start = clockticks[31]
INFO  metric seq_power_share = a little over two fifths
INFO  metric postLayoutCellArea = between 4000 and 5000 µm²
INFO  metric cts.reportedPaths.clkPinSlew = 0.05 ns
INFO  metric yosysMostFrequentCell = dfrtp_1
INFO  metric internal-power = 0.5449 mW
INFO  metric ys_top_cells_by_area = dfrtp_1 23%, dfxtp_1 15%, edfxtp_1 6.6%, nand2_1 3.3%, nand3_1 3.1%
INFO  metric maxClockFrequency = approximately 490 MHz
INFO  metric drv_slew = 0
INFO  metric ctsResizeCount = 0
INFO  metric synthDominantAreaCellType = dfrtp_1
INFO  metric placement_row_count = 44
INFO  metric cts-buffers-inserted = 5
INFO  metric slew_headroom = 35.46%
INFO  metric cell_area_after_synthesis = between 4000 and 5000 µm²
INFO  metric untimed_endpoints = 72
INFO  metric cts-root-to-sink-buffers = 2
INFO  metric worst-path-max-fanout = 14
INFO  metric ir_drop = 0.2990 mV
INFO  metric run_status = completed
INFO  metric synth_async_sr_flop_share = 49.41%
INFO  metric cts.htree.levels = 2
INFO  metric clock-skew-final = 0.006927 ns
INFO  metric num-fill-cells = 1472
INFO  metric worst_r2r_path_depth = 4
INFO  metric grt_antenna_before_repair = 0
INFO  metric period_minus_slack = about 2.0 ns
INFO  metric die_h = 125.0 µm
==> worst max-delay path by stage <==
stage               from             end  depth (start not counted)
5_1_grt    clockticks[3]  clockticks[28]                          4
4_1_cts   clockticks[17]  clockticks[25]                          4
6_report  clockticks[13]  clockticks[25]                          4
==> layout by cell type, fill, tap and decap left out, types with 6 or more instances in the layout <==
cell type / n
nor4_1: 21
inv_1: 18
and2_1: 7
nand4_1: 21
clkdlybuf4s50_1: 10
dfxtp_1: 33
mux2i_1: 9
or3_1: 9
o211ai_1: 8
a22oi_1: 14
o31ai_1: 18
nor2_1: 17
nand3_1: 28
o21ai_0: 27
ha_1: 6
or4_1: 10
o311ai_0: 7
edfxtp_1: 10
nor3_1: 8
dfrtp_1: 41
and4_1: 8
nand2_1: 40
a21oi_1: 25
and3_1: 9
xnor2_1: 8
==> power by group through the flow <==
| stage | clock network, mW | registers, mW | logic, mW |
|---|---|---|---|
| CTS | 0.380 | 0.280 | 0.00876 |
| global route | 0.394 | 0.279 | 0.00992 |
| finish | 0.374 | 0.280 | 0.00812 |
==> layout make-up <==
type	instances	area [µm²]	share of cell area, %
clock buffers	7	142.6	2.904
clock inverters	1	30.03	0.6115
inverters	18	67.56	1.376
multi-input cells	362	2292	46.68
flip-flops and latches	85	2013	40.99
well taps	184	230.2	4.688
repair buffers	15	135.1	2.752
==> flip-flops by register name, indices dropped and copies added, names as in the netlist <==
register,flops
clockticks,32
count,32
state,10
LCD_DATA,8
LCD_EN,1
LCD_RS,1
clock,1
==> per-layer routing <==
metal	global-route usage (%)	wire length [µm]	vias to the layer above
met4	0.8608	34	0
met3	1.221	345	2
met2	18.76	4177	71
met1	20.37	4680	1700
met5	0	0	-
li1	-	-	1887
==> worst max-delay path, stage by stage (launching register included) <==
cell	delay (ns)
dfxtp_1	0.46
nand4_1	0.19
or4_4	0.64
or4_1	0.52
a22oi_1	0.15
==> kinds of logic after synthesis <==
| kind of cell | Yosys count | synth area share, % |
|---|---|---|
| AND-OR/OR-AND | 139 | 20.67 |
| XOR/XNOR | 13 | 2.508 |
| adder cells (fa/ha/maj) | 6 | 1.653 |
| buffers and inverters | 57 | 5.180 |
| flip-flops | 85 | 44.34 |
| multiplexers | 9 | 1.984 |
| other | 2 | 0.1654 |
| AND/OR/NAND/NOR | 193 | 23.51 |
Power and IR drop assume default switching activity.
